`design/flow/design.v`:
```
module ftdi_interface_control_fsm ( clk, res_n, rxf_n, txe_n, rf_almost_full, wf_almost_empty, wf_empty, prio, 
rd_n, oe_n, wr_n );                                                                                                
input wire clk, res_n, rxf_n, txe_n, rf_almost_full, wf_almost_empty, wf_empty, prio;
output wire rd_n, oe_n, wr_n;                                                            
parameter idle = 3'b111;
parameter out_en = 3'b101;
parameter read = 3'b001;  
parameter write = 3'b110; 
reg [2:0] current_state, next_state;
assign {rd_n, oe_n, wr_n} = current_state;
wire [5:0] inputvector;
assign inputvector = {rxf_n, txe_n, rf_almost_full, wf_almost_empty, wf_empty, prio};
always @(*) begin
  casex({inputvector, current_state})
    {6'bxx1x1x, idle}:   next_state = idle;
    {6'bx11xxx, idle}:   next_state = idle;
    {6'b1xxx1x, idle}:   next_state = idle;
    {6'b11xxxx, idle}:   next_state = idle;
    {6'b0x0xx0, idle}:   next_state = out_en;
    {6'b0x0x11, idle}:   next_state = out_en;
    {6'b010x01, idle}:   next_state = out_en;
    {6'bx0xx01, idle}:   next_state = write;
    {6'b10xx00, idle}:   next_state = write;
    {6'b001x00, idle}:   next_state = write;
    {6'bxxxxxx, out_en}:   next_state = read;
    {6'b0x0xx0, read}:   next_state = read;
    {6'b0x0x1x, read}:   next_state = read;
    {6'b010xxx, read}:   next_state = read;
    {6'b1xxxxx, read}:   next_state = idle;
    {6'bxx1xxx, read}:   next_state = idle;
    {6'bx0xx01, read}:   next_state = idle;
    {6'bxxx1xx, write}:   next_state = idle;
    {6'bx1xxxx, write}:   next_state = idle;
    {6'b0x0xx0, write}:   next_state = idle;
    {6'bx0x0x1, write}:   next_state = write;
    {6'bx010xx, write}:   next_state = write;
    {6'b10x0xx, write}:   next_state = write;
    default:  next_state = idle;
  endcase
end
always @(posedge clk or negedge res_n ) begin
  if (res_n  == 1'b0)
    current_state <= idle;
  else
    current_state <= next_state;
end
endmodule
module ftdi_sync_fifo_axis(
    input  wire 		ftdi_clko,
    input  wire         resn,
    input  wire 		ftdi_txe_n,  
    input  wire 		ftdi_rxf_n,
    output reg 		    ftdi_rd_n,
    output reg 		    ftdi_oe_n,
    output reg 		    ftdi_wr_n,
    inout  wire [7:0] 	ftdi_data,
    output wire [7:0]    m_axis_tdata,
    output wire          m_axis_tvalid,
    input  wire          m_axis_tready,
    input  wire          m_axis_almost_full,
    input   wire [7:0]   s_axis_tdata,
    input   wire         s_axis_tvalid,
    output  wire         s_axis_tready,
    input   wire         s_axis_almost_empty
);
    parameter   PRIORITY = 1'b0;  
    assign ftdi_data = ftdi_oe_n ? s_axis_tdata : 8'hzz;
    assign m_axis_tdata = ftdi_data;
    wire writefifo_rd_en  = ~ftdi_txe_n && ~ftdi_wr_n;
    wire readfifo_wr_en   = ~ftdi_rxf_n && ~ftdi_rd_n;
    assign m_axis_tvalid = readfifo_wr_en;
    assign s_axis_tready = writefifo_rd_en;
    ftdi_interface_control_fsm fsm_I ( 
        .clk(ftdi_clko), 
        .res_n(resn), 
        .rxf_n(ftdi_rxf_n), 
        .txe_n(ftdi_txe_n), 
        .rd_n(ftdi_rd_n), 
        .oe_n(ftdi_oe_n), 
        .wr_n(ftdi_wr_n),
        .rf_almost_full(m_axis_almost_full),  
        .wf_almost_empty(s_axis_almost_empty),  
        .wf_empty(!s_axis_tvalid), 
        .prio(1'b1)
    );
endmodule
```
`design/flow/run.sh`:
```
#!/bin/bash
# OpenROAD 26Q1-2900-gdf79404cd8, Yosys 0.63+post, stock flow scripts
make -C /OpenROAD-flow-scripts/flow DESIGN_CONFIG=/design/flow/config.mk WORK_HOME=/design/flow/orfs finish
```
`design/flow/config.mk`:
```
export PLATFORM = sky130hd
export DESIGN_NAME = ftdi_sync_fifo_axis
export DESIGN_NICKNAME = ftdi_sync_fifo_axis
export VERILOG_FILES = /design/flow/design.v
export SDC_FILE = /design/flow/constraint.sdc
export NUM_CORES = 4
export LEC_CHECK = 1
export CORE_AREA = 10 10 70 70
export DIE_AREA = 0 0 80 80
```
`design/flow/constraint.sdc`:
```
current_design ftdi_sync_fifo_axis

set clk_period 1.2
set clk_io_pct 0.2

create_clock -name clk0 -period $clk_period [get_ports {ftdi_clko}]

set non_clock_inputs [all_inputs -no_clocks]
set_input_delay [expr $clk_period * $clk_io_pct] -clock clk0 $non_clock_inputs
set_output_delay [expr $clk_period * $clk_io_pct] -clock clk0 [all_outputs]
```
==> results.txt <==
Here are the numbers from the latest Yosys + OpenROAD run.

The largest registers in the layout are fsm_I.current_state (3). The transition time at the pin with the least slew margin is 0.202 ns. Hold timing on the final database bottoms out at a slack of 0.385 ns. Checking hold timing, the worst path is listed with class in -> async. The critical path launch point type is a register.

The post-synthesis instance total came out at 32. The part of the cycle the worst path needs is 0.976. The die boundary width is 80 um. The post-synth register bit count is 3.

The global placement routability congestion is 0.735. The final number of setup-violating endpoints came out at 0. The DRC violation count after routing is 0. The via total after detailed routing came out at 207. The share of the yosys chip area belonging to registers came out at 0.286. For reference, the clock transition at the flip-flops on the worst setup and hold paths is 0.04 ns. Per the CTS log, the root buffer master is clkbuf_4. The report shows a maximum critical-path fanout of 2. The per-cell routed wire length came out at 7.92 um.

The routed wire length came out at 673 um. The power per cell area came out at 1670 mW/mm2. The and-or/or-and share of the synthesized area came out at 0.0864. The number of clock sinks is 3.

The placed instance count is 78. The synthesis report lists the Yosys warning total as 2. The layout cell share with drive strength beyond 1 is 0.513. After synthesis, the cell types taking the most area are buf_4, dfstp_2, nor2_1, nor4bb_1, o21ai_0. The global routing usage summed across all routing layers is 0.0202.

The worst path setup slack after routing came out at 0.0293 ns. The via count of the first global-routing pass came out at 228. The post-synthesis adder-cell area fraction is 0. The critical path in this run is classified as reg -> out. Across the routed clock network, the largest skew measured is 0.000787 ns. The number of standard-cell rows in the floorplan is 21. The clock reaches the later pin of the worst-skew pair after 0.23 ns. TritonCTS built the clock tree.

The residual overflow from global routing came out at 0. The total power of the final layout came out at 660 uW. The flow ran to the end, and the final reports show no timing, DRC or antenna violations.

Setup repair after global routing left no endpoint under its margin. The area taken by multi-input logic gates is 82.6 um2. The deepest clock path buffer count came out at 2.

The placeable core region is 0.00342 mm2. The final timing report lists a hold violation count of 0. Per the detail_route report, inserted antenna diodes total 0. The area fraction in and, or, nand and nor cells after synthesis is 0.191. The maximum clock frequency came out at 854 MHz.

The length of the first detailed-routing pass in iterations is 3. The critical path data arrival time is 0.93 ns. Measured along the y axis, the die boundary spans 80 um. The post-synthesis mux area share is 0. After the flow finishes, the layout carries non-filler instances totaling 85. The slew check shows that the tightest pin keeps a relative margin of 0.863.

The initial antenna violation count is 0. The post-synthesis average cell area came out at 8.60 um2. The worst-case IR drop observed on VDD is 276 uV. The chip area came out at 0.00640 mm2.

The required arrival time at the worst endpoint came out at 0.96 ns. The instance area after placement came out at 360 um2. The netlist area before placement came out at 275 um2. The worst slack at placement is -0.265 ns.

The TritonCTS buffer count is 3. The register with the highest flop count is fsm_I.current_state. The number of ports placed on the die boundary is 37. The max capacitance violation total is 0. Yosys stat counts 32 cells in the synthesized netlist. STA classifies the critical path endpoint as a primary output. The DRC violation total after the first TritonRoute iteration is 16.

The storage element area came out at 78.8 um2. Of the post-synthesis cell area, the dominant cell type holds 0.436. The largest area contributor in the synthesized netlist is buf_4. The leakage dissipation is 0.000162 uW. The final standard cell area without fillers came out at 395 um2. The number of levels the H-tree was split into is 1. Pins over their slew limit in the final report were tallied at 0. The count of antenna-violating nets left after detailed routing is 0.

The starting density of the core came out at 0.0806. The number of warning messages in the logs is 26. Using the TritonRoute via totals, the vias-per-cell ratio works out to 2.44.

The number of distinct standard cells referenced by the synthesized netlist is 12. The total of fill cells in the finished design came out at 400. By area, the combinational part of the netlist is dominated by buffers and inverters. Per the run report, area growth between synthesis and finish was 43.6%.

The xor-xnor portion of the synthesized cell area is 0. The routed design could run at a clock period as short as 1.17 ns. The register with the most flip-flops in the layout has 3 of them. The synthesized netlist has a Yosys-reported chip area of 275 um2. The count of buffers inserted at the top-level ports is 11. The pin count of the biggest net entering global routing came out at 6. The first global-routing pass estimated 1.06 mm of wire.
[kinds of logic after synthesis]
| family | Yosys count |
|---|---|
| DFF | 3 |
| AOI/OAI and AO/OA | 4 |
| buffers and inverters | 16 |
| and+or+nand+nor | 9 |
[synth_stat cells]
cell type  count
a31oi_1        1
and2b_1        1
buf_4         16
dfstp_2        3
nand2_1        1
nand4b_1       1
nor2_1         3
nor2b_1        1
nor3_1         1
nor4bb_1       1
o21ai_0        2
o31ai_1        1
[report_power, final]
part           total [uW]  internal (uW)  switching (uW)
logic                 284            184            99.9
clock network         175            124            50.5
registers             201            171            29.5
[path summary, 6_finish.rpt]
check | start | to | slack [ns] | cells after the start
min in group clk0 | ftdi_txe_n | fsm_I.current_state[0] | 0.47 | 3
worst min register to register | fsm_I.current_state[1] | fsm_I.current_state[0] | 0.62 | 2
worst max register to register | fsm_I.current_state[0] | fsm_I.current_state[1] | 0.05 | 5
max in group asynchronous | resn | fsm_I.current_state[0] | 0.79 | 1
worst min-delay path | resn | fsm_I.current_state[2] | 0.39 | 1
worst max-delay path | fsm_I.current_state[0] | ftdi_wr_n | 0.03 | 2
[metal layers]
metal,wire length [um],track usage
met5,0,0
met4,0,0.00880
met3,122,0.0136
met2,220,0.0241
met1,331,0.0266
[layout make-up]
class,count,share of cell area
Timing Repair Buffer,19,0.380
Multi-Input combinational cell,13,0.209
Sequential cell,3,0.199
Tap cell,46,0.146
Clock buffer,4,0.0665
[through the flow]
stage          setup TNS (ns)  utilization
2_1_floorplan               0            -
3_3_place_gp            -1.00        0.105
3_5_place_dp           -0.990        0.105
4_1_cts                     0        0.116
5_1_grt                     0        0.116
6_report                    0        0.116
[cells in the final DEF (no fill, tap or decap), types with 2 or more instances in the layout]
master           instances
buf_2                    3
buf_4                    6
buf_6                    2
clkbuf_2                 2
clkbuf_4                 3
clkdlybuf4s50_1          4
dfstp_2                  3
dlygate4sd2_1            2
nor2_1                   3
[timing repair]
| action | 4_1_cts | 5_1_grt |
|---|---|---|
| cloned | 0 | 0 |
| pin swaps | 2 | 0 |
| buffers inserted | 3 | 0 |
| setup endpoints to repair | 6 | 4 |
| gates resized | 16 | 5 |
| hold buffers | 0 | 0 |
[worst max-delay path, stage by stage, from the launching register on]
cell and delay, ns:
dfstp_2 0.53, buf_6 0.09, buf_2 0.08
Power and IR drop assume default switching activity.
