`design/flow/config.mk`:
```
export PLATFORM = sky130hd
export DESIGN_NAME = mini_fwft_fifo
export DESIGN_NICKNAME = mini_fwft_fifo
export VERILOG_FILES = /design/flow/design.v
export SDC_FILE = /design/flow/constraint.sdc
export NUM_CORES = 4
export LEC_CHECK = 1
export CORE_UTILIZATION = 30
```
`design/flow/design.v`:
```
module fifo_ptr_logic #(parameter AWIDTH=8) (
    input wire      clk,
    input wire      resn,
    input   wire    shift_in,
    input   wire    shift_out,
    output  reg     full,
    output  reg     almost_full,
    output  reg     empty,
    output  reg     almost_empty,
    output reg [AWIDTH-1:0] write_pointer,
    output reg [AWIDTH-1:0] read_pointer,
    output wire     reading,
    output wire     writing
);
    wire [AWIDTH-1:0] read_pointer_plus_one = (read_pointer + 1'd1);
    wire [AWIDTH-1:0] read_pointer_plus_two = (read_pointer + 2'd2);
    wire [AWIDTH-1:0] write_pointer_plus_one = (write_pointer + 1'd1);
    wire [AWIDTH-1:0] write_pointer_plus_two = (write_pointer + 2'd2);
    assign reading = shift_out && !empty;
	assign writing = shift_in && !full;
    always @(posedge clk) begin
        if (!resn) begin
			full <= 0;
			almost_full <= 0;
			empty <= 1;
			almost_empty <= 1;
			write_pointer <= {AWIDTH{1'b0}};
			read_pointer <= {AWIDTH{1'b0}}; 
        end
        else begin
            if (reading) begin
				read_pointer <= read_pointer + 1'b1;
			end
			if (writing) begin
				write_pointer <= write_pointer+ 1'b1;
			end
			if (writing && !reading &&    write_pointer_plus_one == read_pointer) begin
				full <= 1'b1;
			end
			else if (reading && full) begin 
				full <= 1'b0;
			end 
			if (writing && !reading &&  write_pointer_plus_two == read_pointer) begin
				almost_full <= 1'b1;
			end
			else if (reading && !writing && !full) begin 
				almost_full <= 1'b0;
			end 
			if (reading && !writing && read_pointer_plus_one ==write_pointer) begin 
				empty <= 1'b1;
			end
			else if (writing && empty) begin 
				empty <= 1'b0;
			end
			if (reading && !writing &&  read_pointer_plus_two == write_pointer) begin
				almost_empty <= 1'b1;
			end
			else if (writing && !reading && !empty) begin 
				almost_empty <= 1'b0;
			end 
        end
    end
endmodule
module mini_fwft_fifo #(parameter AWIDTH = 2,parameter DWIDTH=8) (
    input wire clk, 
    input wire resn,
    output reg full, 
    output reg almost_full,
    output reg empty, 
    output reg almost_empty,
    input wire write,
    input wire read,
    input  wire [DWIDTH-1:0] data_in,
    output reg [DWIDTH-1:0] data_out,
    output reg [AWIDTH:0] rd_data_count
);
    wire reading,writing;
    wire [AWIDTH-1:0] write_pointer, read_pointer;
    fifo_ptr_logic # (
        .AWIDTH(AWIDTH)
    )
    fifo_ptr_logic_inst (
        .clk(clk),
        .resn(resn),
        .shift_in(write),
        .shift_out(read),
        .full(full),
        .almost_full(almost_full),
        .empty(empty),
        .almost_empty(almost_empty),
        .reading(reading),
        .writing(writing),
        .write_pointer(write_pointer),
        .read_pointer(read_pointer)
    );
    reg [DWIDTH-1:0] mem [2**AWIDTH];
    wire write_in_to_out = (writing && empty) || (writing && reading && almost_empty);
    always @(posedge clk) begin
        if (!resn) begin
            rd_data_count <= 'b0;
        end else begin
            if (writing && !write_in_to_out) begin
                mem[write_pointer - 1'b1] <= data_in;
            end
            if (write_in_to_out) begin
                data_out            <= data_in;
            end
            else if (reading && !write_in_to_out) begin
                data_out <= mem[read_pointer];
            end
            if (writing && !reading) begin
                rd_data_count <= rd_data_count + 1;
            end
            else if (!writing && reading) begin
                rd_data_count <= rd_data_count - 1;
            end
        end
    end
endmodule
```
`design/flow/run.sh`:
```
#!/bin/bash
# OpenROAD 26Q1-2900-gdf79404cd8, Yosys 0.63+post, stock flow scripts
make -C /OpenROAD-flow-scripts/flow DESIGN_CONFIG=/design/flow/config.mk WORK_HOME=/design/flow/orfs finish
```
`design/flow/constraint.sdc`:
```
current_design mini_fwft_fifo

set clk_period 2.4
set clk_io_pct 0.2

create_clock -name clk0 -period $clk_period [get_ports {clk}]

set non_clock_inputs [all_inputs -no_clocks]
set_input_delay [expr $clk_period * $clk_io_pct] -clock clk0 $non_clock_inputs
set_output_delay [expr $clk_period * $clk_io_pct] -clock clk0 [all_outputs]
```
==> flow_summary.ini <==
; generated from flow reports
[cts]
ctsHoldBuffers = 0
clk_path_buf_depth = 2
ctsResizeCount = 0
clkTransAtPathRegs_ns = 0.09
cts_made_buffers = 5
root_buffer = clkbuf_8
clock-sinks = 53
cts_tree = built
htree_levels = 2
clk_latency_ns = 0.30
postCtsSetupBuffers = 0

[setup_path]
crit_path_cell_trace = clkdlybuf4s50_1, nor2b_1, nand2_1, fa_1, and3_1, nor3_1, and3b_1
crit_family = simple AND/OR/NAND/NOR gates
cp-start-kind = primary input
worstPathArrival_ns = 2.06
max_stage_delay_ns = 0.46
crit_type = primary input to register
critPathBufInv = 1
crit_fanout = 2
cp_slowest_cell = clkdlybuf4s50_1
endpoint_kind = register
worstPathRequired_ns = 2.60

[final_timing]
final.setup.tns_ns = 0
maxSlewHeadroom = 0.709
hold_viol = 0
rsz0062_at_grt = false
post-route-min-period_ns = 1.86
skew_ns = 0.00789
timing.fmax_ghz = 0.538
slew_viol_final = 0
max_slew.worst_pin.slew_ns = 0.436
setup_viol = 0
period_used_share = 0.774

[global_route]
grt_pass1_vias = 1234
grt_max_degree = 17
antenna_found_initial = 0
grt.total_usage = 0.106
grt_pass1_wl_mm = 5.89
grt_overflow_total = 0

[route]
drt-wirelength-per-cell_um = 13.5
wl_mm = 3.69
vias = 1210
vias_per_cell = 4.42
firstDrtPassIters = 3
drc = 0
drt-initial-drc-count = 36
diodes = 0
antenna_left = 0

[yosys]
yosysChipArea_um2 = 2200
ys_seq_frac = 0.664
ys_ff = 53
avgSynthCellArea_um2 = 16.2
synth_warnings = 2
ys_cells = 136
syn_area_um2 = 2200
ys_types = 31
syn-instance-count = 136

[run]
warnings = 28
cap_violations = 0

[floorplan]
die_w_um = 87.6
rows = 30
initial_core_util = 0.317
io_pins = 27
die_area_um2 = 7680
core_um2 = 6940
die_h_um = 87.6

[final_layout]
synthToLayoutAreaGrowth_pct = 26.5
final_cell_area_um2 = 2780
final_cell_mix = edfxtp_1 (40), clkdlybuf4s50_1 (26), dfxtp_1 (13)
lay_top_count = edfxtp_1
comb_area_um2 = 707
fillCellCount = 640
drive_above_1_share = 0.213
register_area_um2 = 1460

[hold_path]
hold_path.class = register to register

[pwr]
power.density_nw_per_um2 = 679
pwr-share-seq = 0.559
p_comb_frac = 0.124
power.share.switching = 0.216
ir_drop_mv = 0.391
power.share.clock = 0.317
p_sw_w = 0.000408
p_leak_nw = 0.946
p_int_w = 0.00148

[placement]
routabilityCongestion = 0.801
port_buffers = 26
dpl.hpwl_mm = 2.51
placed_area_um2 = 2670

[status]
status = complete, no violations
power groups by stage:
stage	clock network, W	logic (W)	registers (W)
5_1_grt	0.000645	0.000264	0.00106
4_1_cts	0.000609	0.000239	0.00106
6_report	0.000600	0.000233	0.00106
worst register-to-register path: cells and delay by family, from the launching register on:
kind | cells | cell delay [ns]
AND/OR/NAND/NOR | 5 | 0.73
adder cells (fa/ha/maj) | 1 | 0.37
flip-flops | 1 | 0.48
registers in the layout, summed over array words and instances, names as in the netlist, named ones only:
register and count:
fifo_ptr_logic_inst.write_pointer 2, fifo_ptr_logic_inst.almost_empty 1, fifo_ptr_logic_inst.empty 1, fifo_ptr_logic_inst.full 1
mem 32, fifo_ptr_logic_inst.read_pointer 2, data_out 8, fifo_ptr_logic_inst.almost_full 1
rd_data_count 3
path summary, 6_finish.rpt:
| path | start | slack [ns] | endpoint | depth (start not counted) |
|---|---|---|---|---|
| setup / recovery | write | 0.54 | rd_data_count[2] | 7 |
| setup reg to reg | fifo_ptr_logic_inst.empty | 0.72 | rd_data_count[2] | 6 |
| hold / removal | fifo_ptr_logic_inst.almost_full | 0.51 | fifo_ptr_logic_inst.almost_full | 2 |
| hold reg to reg | fifo_ptr_logic_inst.almost_full | 0.51 | fifo_ptr_logic_inst.almost_full | 2 |
per-stage QoR:
step / hold WS (ns) / worst slack [ns] / power, W / instances / util
finish: 0.507 / 0.541 / 0.00189 / 274 / 0.401
detailed placement: 0.491 / 0.197 / 0.00131 / 266 / 0.385
global route: 0.532 / 0.400 / 0.00197 / 274 / 0.401
global placement: 0.474 / 0.225 / 0.00131 / 266 / 0.385
CTS: 0.508 / 0.531 / 0.00190 / 274 / 0.401
floorplan: 0.450 / 0.648 / 0.00120 / 136 / -
per-layer routing:
| layer | global-route usage | wire (um) | part of all wire |
|---|---|---|---|
| met3 | 0.0429 | 236 | 0.064 |
| met5 | 0 | 0 | 0 |
| met1 | 0.139 | 1630 | 0.44 |
| met4 | 0.0134 | 48 | 0.013 |
| met2 | 0.175 | 1770 | 0.48 |
area by class of cell:
cell class	count	area share
inverters	2	0.00270
well taps	96	0.0432
clock buffers	6	0.0261
repair buffers	38	0.135
clock inverters	2	0.0139
flip-flops and latches	53	0.525
multi-input cells	77	0.254
synth_stat cells, drive strengths merged:
| cell type | n | area share |
|---|---|---|
| nand2b | 4 | 0.015 |
| fa | 1 | 0.0091 |
| nor2 | 2 | 0.0068 |
| a21boi | 3 | 0.010 |
| clkbuf | 2 | 0.0034 |
| nor4b | 2 | 0.0080 |
| nand2 | 7 | 0.012 |
| nor2b | 5 | 0.015 |
| xnor2 | 5 | 0.020 |
| nand3 | 1 | 0.0023 |
| nor3 | 2 | 0.0046 |
| mux2 | 8 | 0.041 |
| buf | 2 | 0.0074 |
| mux2i | 2 | 0.0091 |
| mux4 | 8 | 0.082 |
| a21oi | 3 | 0.0068 |
| and3 | 2 | 0.0057 |
| and2 | 8 | 0.023 |
| xor2 | 2 | 0.0080 |
| o21ai | 6 | 0.014 |
| edfxtp | 40 | 0.55 |
| and3b | 1 | 0.0040 |
| dfxtp | 13 | 0.12 |
| a31oi | 1 | 0.0028 |
| ha | 4 | 0.023 |
| inv | 2 | 0.0034 |
cells by family after synthesis:
family / share of synthesized area
XOR/XNOR: 0.0279
multiplexers: 0.132
flip-flops: 0.664
buffers and inverters: 0.0142
adder cells (fa/ha/maj): 0.0319
AND-OR/OR-AND: 0.0336
AND/OR/NAND/NOR: 0.0961
Power figures rest on the tool's default switching activity, not on a simulated workload.
