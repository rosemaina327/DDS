### /design/flow/design.v
module rfg_axis_readout_framing #(
    parameter MTU_SIZE      = 16,
    parameter IDLE_BYTE     = 8'hBC,
    parameter START_BYTE    = 8'hEF
) (
    input wire          clk,
    input wire          resn, 
    input  wire [7:0]           s_axis_tdata,
    input  wire                 s_axis_tvalid,
    input  wire                 s_axis_tlast,
    output reg                  s_axis_tready,
    input  wire [7:0]           s_axis_tid,  
    output reg  [7:0]           m_axis_tdata,
    output reg                  m_axis_tvalid,
    input  wire                 m_axis_tready,
    output wire  [7:0]          m_axis_tuser
);
    assign m_axis_tuser = IDLE_BYTE; 
    enum {IDLE,START,DATA} state;
    wire slave_byte_valid   = s_axis_tready && s_axis_tvalid;
    wire master_byte_valid  = m_axis_tvalid && m_axis_tready;
    reg [7:0] buffer;
    reg       end_of_frame;
    always@(posedge clk or negedge resn) begin 
        if (!resn) begin
            s_axis_tready <= 1'b0;
            m_axis_tvalid <= 1'b0;
            state         <= IDLE;
            end_of_frame  <= 1'b0;
        end
        else begin 
            case(state)
                IDLE: begin
                    if (slave_byte_valid) begin 
                        state           <= START;
                        m_axis_tvalid   <= 1'b1;
                        m_axis_tdata    <= s_axis_tid;
                        buffer          <= s_axis_tdata;
                        end_of_frame    <= s_axis_tlast;
                        s_axis_tready   <= 1'b0;
                    end
                    else begin
                        s_axis_tready   <= 1'b1;  
                        end_of_frame    <= 0;
                    end
                end
                START: begin 
                    m_axis_tvalid   <= 1'b1;
                    s_axis_tready   <= 1'b0;
                    if (master_byte_valid) begin 
                        state           <= DATA;
                        m_axis_tdata    <= buffer;
                        s_axis_tready   <= 1'b0;
                    end
                end
                DATA: begin 
                    m_axis_tvalid   <= 1'b1; 
                    if (master_byte_valid) begin 
                        m_axis_tdata    <= s_axis_tdata;
                        s_axis_tready   <= 1'b1;
                        end_of_frame    <= s_axis_tlast;
                        if (end_of_frame) begin 
                            s_axis_tready   <= 1'b0;
                            m_axis_tvalid   <= 1'b0;
                            end_of_frame    <= 1'b0;
                            state           <= IDLE;
                        end
                    end
                    else begin 
                        s_axis_tready   <= 1'b0;
                    end
                end
            endcase
        end
    end
endmodule
### /design/flow/run.sh
#!/bin/bash
# OpenROAD 26Q1-2900-gdf79404cd8, Yosys 0.63+post, stock flow scripts
make -C /OpenROAD-flow-scripts/flow DESIGN_CONFIG=/design/flow/config.mk WORK_HOME=/design/flow/orfs finish
### /design/flow/config.mk
export PLATFORM = sky130hd
export DESIGN_NAME = rfg_axis_readout_framing
export DESIGN_NICKNAME = rfg_axis_readout_framing
export VERILOG_FILES = /design/flow/design.v
export SDC_FILE = /design/flow/constraint.sdc
export NUM_CORES = 4
export LEC_CHECK = 1
export CORE_AREA = 10 10 93 93
export DIE_AREA = 0 0 103 103
### /design/flow/constraint.sdc
current_design rfg_axis_readout_framing

set clk_period 3.0
set clk_io_pct 0.2

create_clock -name clk0 -period $clk_period [get_ports {clk}]

set non_clock_inputs [all_inputs -no_clocks]
set_input_delay [expr $clk_period * $clk_io_pct] -clock clk0 $non_clock_inputs
set_output_delay [expr $clk_period * $clk_io_pct] -clock clk0 [all_outputs]
==> reports/qor.csv <==
metric;value;unit
status;complete, no violations;
crit_type;in2reg;
clk_latency;0.25;ns
rows;30;
grt.total_usage;4.37;%
combPwrFrac;6.9;%
dieHeight;103;um
cp.arrival;1.85;ns
tightestPinTransition;0.651;ns
area_growth;38.1;%
antenna_found_initial;0;
cts_made_buffers;3;
clkSinkCount;22;
p_int;442;uW
min_path_type;reg2reg;
finalCritPeriodShare;65.4;%
post_cts_buffers;0;
warnings;25;
syn_area;1010;um^2
critPathMaxStageDelay;0.66;ns
cts_tree;built;
cts-root-buf;clkbuf_8;
ioPinCount;39;
top_cells_by_area;edfxtp_1, dfrtp_1, nand2_1, buf_4, a22oi_1;
first_iter_violations;59;
drive_gt1_share;7.14;%
finClkSkew;0.00376;ns
coreArea;6760;um^2
place_area;1350;um^2
syn_avg_cell_area;12.2;um^2
holdPathStages;2;
cts.path.max_buffers;2;
ys_cells;83;
crit_chain;clkdlybuf4s50_1 > inv_1 > nor2_1;
rsz0062_at_grt;false;
fp.dieArea;10600;um^2
overflow;0;
setup-violations-final;0;
ys_seq_share;62.7;%
critPathLaunchType;primary input;
post_cts_resized;0;
finalSetupTns;0;ns
clock.fmax;510;MHz
ys_ff;22;
leakage;0.520;nW
finalMaxSlewViolations;0;
yosysWarnings;1;
postRouteAntennaNets;0;
power.density;390;nW/um^2
fp_util;14.9;%
clkPwrFrac;33.0;%
synthCells;83;
cts_hold_buffers;0;
viasPerCell;3.60;
relSlewSlack;56.6;%
min_period;1.96;ns
avgRoutedWirePerCell;12.3;um
synth_cell_type_count;24;
synth.top_cell.area_share;47.6;%
max_cap_viol_count;0;
final-hold-violation-count;0;
worstSetupEndpointType;flop;
die_w;103;um
power_switching_share;18.5;%
antennaDiodeCount;0;
clk_pin_slew;0.08;ns
fin_area;1390;um^2
r2r_cells;2;
num_vias;691;
wirelength;2.37;mm
post-synth-top-area-cell;edfxtp_1;
crit_fanout;8;
power.total;543;uW
whs;0.528;ns
required;2.89;ns
drcViolationCount;0;
port_buffers;30;
gp_congestion;0.744;
irDropWorstVdd;0.113;mV
power_switching;101;uW
grt_pass1_vias;730;
seqPwrFrac;60.1;%
cts_max_level;1;
grt_max_degree;17;
dp_hpwl;1.83;mm
ys_area;1010;um^2
grt_pass1_wl;3.71;mm
drt_first_pass_iters;4;
slowest_stage;clkdlybuf4s50_1;
-- layer usage --
layer,global-route usage (%),part of all wire [%],vias to the layer above
met5,0,0,-
met3,2.10,13,2
li1,-,-,340
met2,6.87,44,31
met1,5.48,42,318
met4,0.642,0.42,0
-- sequential cells by signal, summed over array words and instances (netlist names) --
name	flops
s_axis_tready	1
buffer	8
m_axis_tdata	8
m_axis_tvalid	1
end_of_frame	1
state	3
-- Yosys cell counts --
library cell	number
inv_1	1
nand3_2	1
mux2_4	1
nand4_1	1
nand3_1	2
o21ai_2	1
edfxtp_1	16
nand2_1	22
buf_2	1
nand2b_1	1
a32o_1	2
nor2_8	1
nor3_1	1
dfrtp_1	5
nor2_1	1
buf_4	9
buf_6	1
o211ai_1	1
dfstp_2	1
o22ai_1	1
conb_1	2
a22oi_1	8
and4b_1	1
o21ai_0	2
-- final cells by class --
cell class / count / area (um^2)
clock buffers: 3 / 41.3
clock inverters: 1 / 3.75
fillers: 740 / 5360
inverters: 1 / 3.75
multi-input cells: 55 / 312
flip-flops and latches: 22 / 632
well taps: 80 / 100
repair buffers: 30 / 300
-- through the flow --
stage          utilization, %  cells  worst slack, ns
6_report                 20.6    192             1.04
5_1_grt                  20.6    192            0.950
4_1_cts                  20.6    192             1.03
3_5_place_dp             19.9    188            0.753
3_3_place_gp             19.9    188            0.774
2_1_floorplan               -     89             1.54
-- logic make-up after synthesis --
logic type,Yosys count,share of synthesized area (%)
AND-OR/OR-AND,15,11.2
buffers and inverters,12,8.68
flip-flops,22,62.7
multiplexers,1,1.49
other,2,0.745
AND/OR/NAND/NOR,31,15.3
-- cell usage in the layout (no fill, tap or decap) --
cell type	synthesis	routed
and4b_1	1	1
clkinv_1	0	1
mux2_4	1	1
nand4_1	1	1
inv_1	1	1
edfxtp_1	16	16
nor2_8	1	1
a22oi_1	8	8
o22ai_1	1	1
nor3_1	1	1
nor2_1	1	1
o21ai_0	2	2
o21ai_2	1	1
dfrtp_1	5	5
nand3_2	1	1
a32o_1	2	2
clkdlybuf4s50_1	0	30
nand2b_1	1	1
nand2_1	22	22
conb_1	2	8
o211ai_1	1	1
nand3_1	2	2
clkbuf_8	0	3
dfstp_2	1	1
-- worst max-delay path: cells and delay by family --
family,cells,cell delay [ns]
buffers and inverters,2,0.73
AND/OR/NAND/NOR,1,0.52
-- power by group through the flow --
stage / Sequential, mW / Clock [mW] / Combinational [mW]
after CTS: 0.326 / 0.190 / 0.0380
after global routing: 0.326 / 0.204 / 0.0415
final: 0.326 / 0.179 / 0.0373
-- path summary, 6_finish.rpt --
check,slack (ns),endpoint,from
worst max-delay path,1.04,buffer[7]$_DFFE_PP_,resn
worst min-delay path,0.53,m_axis_tdata[7]$_DFFE_PP_,buffer[7]$_DFFE_PP_
worst max register to register,1.24,m_axis_tdata[0]$_DFFE_PP_,state[1]$_DFF_PN0_
worst min register to register,0.53,m_axis_tdata[7]$_DFFE_PP_,buffer[7]$_DFFE_PP_
max in group asynchronous,2.11,state[0]$_DFF_PN1_,resn
min in group asynchronous,0.60,end_of_frame$_DFFE_PN0P_,resn
Power is estimated from default activity; no workload was simulated.
