**config.mk**
```make
export PLATFORM = sky130hd
export DESIGN_NAME = TMRRegA
export DESIGN_NICKNAME = TMRRegA
export VERILOG_FILES = /design/flow/design.v
export SDC_FILE = /design/flow/constraint.sdc
export NUM_CORES = 4
export LEC_CHECK = 1
export CORE_AREA = 10 10 70 70
export DIE_AREA = 0 0 80 80
```
**constraint.sdc**
```tcl
current_design TMRRegA

set clk_period 1.0
set clk_io_pct 0.2

create_clock -name clk0 -period $clk_period [get_ports {clk}]

set non_clock_inputs [all_inputs -no_clocks]
set_input_delay [expr $clk_period * $clk_io_pct] -clock clk0 $non_clock_inputs
set_output_delay [expr $clk_period * $clk_io_pct] -clock clk0 [all_outputs]
```
**design.v**
```verilog
module TMRRegA #(
    parameter WIDTH = 8,
    parameter RESET_VAL = 8'd0,
    parameter ASYNC_REFRESH=0  
    ) (
    input   wire                clk,
    input   wire                resn,
    input   wire [WIDTH-1:0]    write_value,
    input   wire                write,
    output  wire [WIDTH-1:0]    reg_value_tmr
);
    reg [WIDTH-1:0] reg_A_tmr;
    reg [WIDTH-1:0] reg_B_tmr;
    reg [WIDTH-1:0] reg_C_tmr;
    bit error_tmr;
    majorityVoter #(.WIDTH(WIDTH)) reg_intVoter (
        .inA(reg_A_tmr),
        .inB(reg_B_tmr),
        .inC(reg_C_tmr),
        .out(reg_value_tmr),
        .tmrErr(error_tmr)
    );
    always_ff @(posedge clk) begin
        if (!resn) begin
            reg_A_tmr <= RESET_VAL;
            reg_B_tmr <= RESET_VAL;
            reg_C_tmr <= RESET_VAL;
        end
        else begin
            if (write) begin
                reg_A_tmr <= write_value;
                reg_B_tmr <= write_value;
                reg_C_tmr <= write_value;
            end
            else if (error_tmr) begin
                reg_A_tmr <= reg_value_tmr;
                reg_B_tmr <= reg_value_tmr;
                reg_C_tmr <= reg_value_tmr;
            end
        end
    end
endmodule 
module majorityVoter #(
  parameter WIDTH = 1
)(
  input wire  [WIDTH-1:0] inA,
  input wire  [WIDTH-1:0] inB,
  input wire  [WIDTH-1:0] inC,
  output wire [WIDTH-1:0] out,
  output reg              tmrErr
);
  assign out = (inA&inB) | (inA&inC) | (inB&inC);
  always @(inA or inB or inC) begin
    if (inA!=inB || inA!=inC || inB!=inC)
      tmrErr = 1;
    else
      tmrErr = 0;
  end
endmodule
```
**run.sh**
```bash
#!/bin/bash
# OpenROAD 26Q1-2900-gdf79404cd8, Yosys 0.63+post, stock flow scripts
make -C /OpenROAD-flow-scripts/flow DESIGN_CONFIG=/design/flow/config.mk WORK_HOME=/design/flow/orfs finish
```
==> deck_impl_summary.md <==
Synthesis and Place & Route Summary

Global routing
  • Initial antenna violation count: 0
  • Total GRT Usage: 2.93%
  • Vias in the first global route: 313
  • GRT overflow: 0
  • Largest net degree at the start of global routing: 9
  • Global-route wire length before repair: 1.48 mm

CTS
  • Root buf cell: clkbuf_4
  • Setup bufs post-CTS: 0
  • Hold-fix buffers at CTS: 0
  • CTS tree: built
  • Clock latency on the worst-skew pair: 0.25 ns
  • Reg clk slew, reported paths: 0.05 ns
  • Clock Path Buffers: 2
  • Num CTS Buffers: 3
  • CTS Sinks: 8
  • Max H-tree Level: 1

Critical path
  • Worst Reg-to-Reg Cells: 2
  • Slowest library cell on the worst path: dfxtp_2
  • CP Data Arrival Time: 0.75 ns
  • RR Startpoint: reg_C_tmr[4]$_SDFFE_PN0P_
  • Path type of the worst setup path: reg2out
  • R2R Setup Slk: 0.39 ns
  • Crit path DRT: 0.80 ns
  • Critical path's largest stage delay: 0.33 ns
  • Worst Path Buf+Inv: 1
  • CP Launch Type: flip-flop
  • Worst path top cell family by delay: flip-flops
  • Critical path, cell by cell: clkdlybuf4s15_1
  • Worst Path Max Fanout: 2
  • Crit Reg-Reg Endpoint: reg_C_tmr[4]$_SDFFE_PN0P_
  • Worst setup EP type: output pin

Power and ir drop
  • Maximum VDD drop: 0.175 mV
  • P_leak: 0.238 nW
  • Power Dens Cells: 1230 mW/mm²

Layout
  • Highest-count logic cell in the final layout: clkdlybuf4s50_1
  • Util after Layout: 16.9%
  • Largest regs: reg_C_tmr: 8 flops
  • Layout cells sized above 1: 28.3%
  • Top Layout Cells: clkdlybuf4s50_1, mux2i_1, nor2b_1, dfxtp_2, clkdlybuf4s15_1
  • Top reg by flops: reg_C_tmr
  • Synth-to-Final Area Change: 91.7%
  • Max FFs per register: 8

Hold path
  • Min-delay worst type: in2reg
  • Hold path endpoint: reg_C_tmr[5]$_SDFFE_PN0P_
  • Hold Crit Start: write
  • Worst Hold Path Cells: 4

STA
  • Final Setup Violations: 0
  • Final period utilization: 94.9%
  • Final hold violation count: 0
  • Clock Skew: 0 ns
  • RSZ-0062 raised after global routing: false
  • Worst setup margin: 0.0506 ns
  • Slew HR: 85.4%
  • Period minus WS final: 0.949 ns
  • Slew @ Worst Pin: 0.218 ns
  • Max Slew Vio Count: 0
  • Fmax: 1.05 GHz

Job
  • Log Warnings: 25
  • Max_cap viols: 0

Placement
  • Global placement routability congestion: 0.696
  • Post-place setup slack: -0.227 ns
  • I/O Buffers: 18

Routing
  • Via count: 257
  • ANT nets after route: 0
  • Via density: 2.79
  • WL/cell: 9.71 µm
  • 1st-iter DRT viols: 13
  • Drc violations: 0
  • TritonRoute pass-1 iters: 2
  • N_diodes: 0
  • Routed wire length: 893 µm

Synth
  • Post-synth seq share: 53.1%
  • Mapped Area: 302 µm²
  • Yosys warns: 2
  • Number of cells in Yosys stat: 25
  • Distinct lib cells: 4
  • Syn Area/Cell: 12.1 µm²
  • Synth flops: 8
  • Post-Syn Instances: 25
  • Yosys stat area: 302 µm²

Floorplan
  • FP Util: 8.83%
  • Die height: 80 µm
  • Core area: 0.00342 mm²
  • I/O pin count: 19
  • Chip Width: 80 µm
  • FP Rows: 21
  • Chip area: 0.00640 mm²

Run status
  • Status: finished clean
## per-stage QoR
step	setup TNS, ns	instance area (µm²)	total power [W]	hold WS, ns	cells
floorplan	0	302	0.000390	0.328	25
global placement	-1.62	548	0.000479	0.495	89
detailed placement	-1.70	548	0.000483	0.506	89
CTS	0	579	0.000728	0.508	92
global route	0	578	0.000763	0.462	92
finish	0	578	0.000712	0.419	92
## area by class of cell
class,instances,area [µm²]
multi-input combinational,16,130
timing repair buffer,19,198
fill,385,2840
sequential,8,170
clock buffer,3,22.5
tap,46,57.6
## what timing repair did
action / in CTS / in global routing
setup endpoints to repair: 8 / 4
gates resized: 23 / 3
hold endpoints to repair: 0 / 0
## worst max-delay path by stage
stage | from | to | cells past startpoint
after CTS | reg_C_tmr[7]$_SDFFE_PN0P_ | reg_value_tmr[7] | 1
after global routing | reg_C_tmr[5]$_SDFFE_PN0P_ | reg_value_tmr[5] | 1
final | reg_C_tmr[5]$_SDFFE_PN0P_ | reg_value_tmr[5] | 1
## where the power goes
group          switching, W  leakage [nW]  internal (W)  total [W]
clock network      0.000109        0.0138      0.000137   0.000246
registers        0.00000884        0.0689      0.000342   0.000351
logic             0.0000305         0.155     0.0000844   0.000115
## layer usage
layer | routed length (µm) | global-route usage, % | vias up
met5 | 0 | 0 | -
met4 | 55 | 1.58 | 0
met3 | 93 | 1.14 | 4
met2 | 426 | 5.30 | 13
met1 | 317 | 2.75 | 114
li1 | - | - | 126
## cell families (layout without fill, tap and decap cells)
| logic type | after synthesis | after routing | synth area share (%) |
|---|---|---|---|
| muxes | 8 | 8 | 26.6 |
| DFF | 8 | 8 | 53.1 |
| buffers and inverters | 1 | 22 | 3.73 |
| and+or+nand+nor | 8 | 8 | 16.6 |
## cell usage after synthesis
master / instances / area (µm²)
buf_6: 1 / 11.3
dfxtp_1: 8 / 160
mux2i_1: 8 / 80.1
nor2b_1: 8 / 50.1
Power is estimated from default activity; no workload was simulated.
