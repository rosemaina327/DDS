File: /design/flow/design.v
module main_rfg(
    input  wire                  clk,
    input  wire                  resn,
    input  wire  [15:0]          rfg_address,
    output reg                   rfg_address_valid,
    input  wire  [7:0]           rfg_write_value,
    output reg                   rfg_write_valid,
    input  wire                  rfg_write,
    input  wire                  rfg_write_last,
    input  wire                  rfg_read,
    output reg                   rfg_read_valid,
    output reg  [7:0]            rfg_read_value,
    output wire [7:0]            OSC_CTRL,
    output wire                  OSC_CTRL_EN,
    output wire [7:0]            OSC_DIVIDER,
    output wire [7:0]            ADC_CTRL,
    output wire                  ADC_CTRL_START,
    input  wire                  ADC_CTRL_BUSY,
    output wire                  ADC_CTRL_RESET,
    output wire [31:0]            ADC_WAITTIME,
    output wire [7:0]            ADC_FIFO_STATUS,
    output wire                  ADC_FIFO_STATUS_empty,
    input  wire [7:0]            ADC_FIFO_DATA_s_axis_tdata,
    input  wire                  ADC_FIFO_DATA_s_axis_tvalid,
    output wire                  ADC_FIFO_DATA_s_axis_tready,
    output wire [7:0]            TEST_DAC_CTRL,
    output wire                  TEST_DAC_CTRL_EN,
    output wire [7:0]            TEST_DAC_VALUE
    );
    logic [7:0] OSC_CTRL_reg;
    assign OSC_CTRL = OSC_CTRL_reg;
    logic [7:0] OSC_DIVIDER_reg;
    assign OSC_DIVIDER = OSC_DIVIDER_reg;
    logic [7:0] ADC_CTRL_reg;
    assign ADC_CTRL = ADC_CTRL_reg;
    logic [31:0] ADC_WAITTIME_reg;
    assign ADC_WAITTIME = ADC_WAITTIME_reg;
    logic [7:0] ADC_FIFO_STATUS_reg;
    assign ADC_FIFO_STATUS = ADC_FIFO_STATUS_reg;
    logic [7:0] TEST_DAC_CTRL_reg;
    assign TEST_DAC_CTRL = TEST_DAC_CTRL_reg;
    logic [7:0] TEST_DAC_VALUE_reg;
    assign TEST_DAC_VALUE = TEST_DAC_VALUE_reg;
    assign OSC_CTRL_EN = OSC_CTRL_reg[0];
    assign ADC_CTRL_START = ADC_CTRL_reg[0];
    assign ADC_CTRL_RESET = ADC_CTRL_reg[2];
    assign ADC_FIFO_STATUS_empty = ADC_FIFO_STATUS_reg[0];
    assign TEST_DAC_CTRL_EN = TEST_DAC_CTRL_reg[0];
    always_ff @(posedge clk) begin
        if (!resn) begin
            rfg_write_valid <= 'd0;
            OSC_CTRL_reg <= '0;
            OSC_DIVIDER_reg <= 8'd3;
            ADC_CTRL_reg <= '0;
            ADC_WAITTIME_reg <= 32'd16;
            ADC_FIFO_STATUS_reg <= '0;
            TEST_DAC_CTRL_reg <= '0;
            TEST_DAC_VALUE_reg <= '0;
        end else begin
            ADC_CTRL_reg[1] <= ADC_CTRL_BUSY;
            case({rfg_write,rfg_address})
                {1'b1,16'h0}: begin
                    OSC_CTRL_reg[7:0] <= rfg_write_value;
                    rfg_write_valid <= 'd1;
                end
                {1'b1,16'h1}: begin
                    OSC_DIVIDER_reg[7:0] <= rfg_write_value;
                    rfg_write_valid <= 'd1;
                end
                {1'b1,16'h2}: begin
                    ADC_CTRL_reg[7:0] <= rfg_write_value;
                    rfg_write_valid <= 'd1;
                end
                {1'b1,16'h3}: begin
                    ADC_WAITTIME_reg[7:0] <= rfg_write_value;
                    rfg_write_valid <= 'd1;
                end
                {1'b1,16'h4}: begin
                    ADC_WAITTIME_reg[15:8] <= rfg_write_value;
                    rfg_write_valid <= 'd1;
                end
                {1'b1,16'h5}: begin
                    ADC_WAITTIME_reg[23:16] <= rfg_write_value;
                    rfg_write_valid <= 'd1;
                end
                {1'b1,16'h6}: begin
                    ADC_WAITTIME_reg[31:24] <= rfg_write_value;
                    rfg_write_valid <= 'd1;
                end
                {1'b1,16'h7}: begin
                    ADC_FIFO_STATUS_reg[7:0] <= rfg_write_value;
                    rfg_write_valid <= 'd1;
                end
                {1'b1,16'h9}: begin
                    TEST_DAC_CTRL_reg[7:0] <= rfg_write_value;
                    rfg_write_valid <= 'd1;
                end
                {1'b1,16'ha}: begin
                    TEST_DAC_VALUE_reg[7:0] <= rfg_write_value;
                    rfg_write_valid <= 'd1;
                end
                default: begin
                    rfg_write_valid <= 'd0 ;
                end
            endcase
        end
    end
    assign ADC_FIFO_DATA_s_axis_tready = rfg_read && rfg_address==16'h8;
    always_ff@(posedge clk) begin
        if (!resn) begin
            rfg_read_valid <= 0;
            rfg_read_value <= 0;
        end else begin
            case({rfg_read,rfg_address})
                {1'b1,16'h0}: begin
                    rfg_read_value <= OSC_CTRL_reg[7:0];
                    rfg_read_valid <= 1 ;
                end
                {1'b1,16'h1}: begin
                    rfg_read_value <= OSC_DIVIDER_reg[7:0];
                    rfg_read_valid <= 1 ;
                end
                {1'b1,16'h2}: begin
                    rfg_read_value <= ADC_CTRL_reg[7:0];
                    rfg_read_valid <= 1 ;
                end
                {1'b1,16'h3}: begin
                    rfg_read_value <= ADC_WAITTIME_reg[7:0];
                    rfg_read_valid <= 1 ;
                end
                {1'b1,16'h4}: begin
                    rfg_read_value <= ADC_WAITTIME_reg[15:8];
                    rfg_read_valid <= 1 ;
                end
                {1'b1,16'h5}: begin
                    rfg_read_value <= ADC_WAITTIME_reg[23:16];
                    rfg_read_valid <= 1 ;
                end
                {1'b1,16'h6}: begin
                    rfg_read_value <= ADC_WAITTIME_reg[31:24];
                    rfg_read_valid <= 1 ;
                end
                {1'b1,16'h7}: begin
                    rfg_read_value <= ADC_FIFO_STATUS_reg[7:0];
                    rfg_read_valid <= 1 ;
                end
                {1'b1,16'h8}: begin
                    rfg_read_value <= ADC_FIFO_DATA_s_axis_tvalid ? ADC_FIFO_DATA_s_axis_tdata : 16'hff;
                    rfg_read_valid <= 1 ;
                end
                {1'b1,16'h9}: begin
                    rfg_read_value <= TEST_DAC_CTRL_reg[7:0];
                    rfg_read_valid <= 1 ;
                end
                {1'b1,16'ha}: begin
                    rfg_read_value <= TEST_DAC_VALUE_reg[7:0];
                    rfg_read_valid <= 1 ;
                end
                default: begin
                    rfg_read_valid <= 0 ;
                end
            endcase
        end
    end
    always_ff@(posedge clk) begin
        if (!resn) begin
            rfg_address_valid <= 'd0;
        end else begin
            rfg_address_valid <= rfg_address >= 16'd0 && rfg_address <= 16'ha;
        end
    end
endmodule
File: /design/flow/config.mk
export PLATFORM = sky130hd
export DESIGN_NAME = main_rfg
export DESIGN_NICKNAME = main_rfg
export VERILOG_FILES = /design/flow/design.v
export SDC_FILE = /design/flow/constraint.sdc
export NUM_CORES = 4
export LEC_CHECK = 1
export CORE_UTILIZATION = 50
File: /design/flow/run.sh
#!/bin/bash
# OpenROAD 26Q1-2900-gdf79404cd8, Yosys 0.63+post, stock flow scripts
make -C /OpenROAD-flow-scripts/flow DESIGN_CONFIG=/design/flow/config.mk WORK_HOME=/design/flow/orfs finish
File: /design/flow/constraint.sdc
current_design main_rfg

set clk_period 6.6
set clk_io_pct 0.2

create_clock -name clk0 -period $clk_period [get_ports {clk}]

set non_clock_inputs [all_inputs -no_clocks]
set_input_delay [expr $clk_period * $clk_io_pct] -clock clk0 $non_clock_inputs
set_output_delay [expr $clk_period * $clk_io_pct] -clock clk0 [all_outputs]
==> results_slide.txt <==
Flow Results at a Glance

Routing
  – Vias post-DR: 4692
  – Routed len/inst: 19.5 µm
  – DRC errors left: 0
  – Pre-antenna DRT Iters: 7
  – N_diodes: 0
  – Vias/cell: 5.95
  – Initial DRC Count: 439
  – Antenna-violating nets left: 0
  – Routed Wire Length: 15300 µm

Clock network
  – Late-Pin Clk Latency: 0.36 ns
  – Reg clk slew, reported paths: 0.10 ns
  – Hold buffers post-CTS: 0
  – CTS resizes: 0
  – Post-CTS setup buffer count: 0
  – Bufs on Longest Clock Path: 2
  – CTS buffer count: 9
  – H-Tree Depth: 3
  – CTS tree: yes
  – CTS Root Cell: clkbuf_8
  – # clock sinks: 91

Die
  – Num ports: 136
  – Die area: 0.00938 mm²
  – CORE AREA: 0.00872 mm²
  – FP Util: 0.516
  – Die Y: 96.8 µm
  – Die width: 96.8 µm
  – FP Rows: 34

Synthesis
  – Cell count after synthesis: 569
  – Cell Type Count: 45
  – Post-synth EDFFs: 0
  – Number of synthesis warnings: 1
  – Per-instance average area after synthesis: 7.91 µm²
  – Yosys reg bits: 91
  – Yosys Instances: 569
  – Main flop type: dfxtp_1
  – Mapped Area: 0.00450 mm²
  – YS chip area: 0.00450 mm²
  – Sequential fraction of the synthesis area: 0.405
  – FFs w/ async S/R, synth: 0

Cells and area
  – Synth-to-Final Area Change: 33.6%
  – Final Non-Filler Cells: 788
  – Most frequent logic cell in the layout: nand2_1
  – Most frequent logic cells in the routed design: 140 x nand2_1, 134 x clkdlybuf4s50_1, 91 x dfxtp_1
  – Max reg flops: 32
  – Share of layout cells above drive strength 1: 0.0691
  – Filler cell count: 688

Global routing
  – Vias in the first global route: 4350
  – Gr usage total: 0.336
  – Largest net degree at the start of global routing: 46
  – Initial antenna violation count: 0
  – First-pass GRT wire length: 23800 µm
  – Gr ovfl total: 0

Setup path
  – Worst EP arrival: 3.72 ns
  – CP Capture Type: output pin
  – Setup CP Type: in2out
  – Slowest CP cell: clkdlybuf4s50_1
  – Largest stage delay on the critical path: 0.86 ns
  – Most used cell, CP: clkdlybuf4s50_1
  – Required time of the worst setup path: 5.28 ns
  – Worst-path fanout max: 23
  – Worst path cell trace: clkdlybuf4s50_1 -> nor2b_1 -> nand2_1 -> nor2_1 -> clkdlybuf4s50_1
  – Top cell family by delay on the critical path: buffers and inverters
  – Worst Setup Start Kind: input port
  – Critical path buffers and inverters: 2

Status
  – Status: finished, final reports clean

Final timing
  – Max Freq: 0.198 GHz
  – Clock Skews: 0.00716 ns
  – Worst Max-Slew Pin Slew: 0.867 ns
  – Slew Viols, Final: 0
  – Setup TNS: 0 ns
  – Final setup fails: 0
  – Post-layout period usage: 0.764
  – Minimum clock period: 5.04 ns
  – Final hold vios: 0
  – Max_slew headroom: 0.407
  – RSZ-0062 raised after global routing: false

Power and ir drop
  – Lkg Pwr: 1.90 nW
  – Peak VDD IR: 0.115 mV
  – PwrDens: 168 mW/mm²
  – Final Total Pwr: 1.01 mW

Flow run
  – MaxCap Viol Count: 0
  – Tool Warnings: 27

Placed design
  – Post-Place Cells: 772
  – Dpl hpwl: 11000 µm
  – # port buffers: 134
  – Placer Congestion: 0.994

Min path
  – Min-Delay Path Class: reg2reg
==> path summary, 6_finish.rpt <==
kind / startpoint / slack [ns] / end / cells past startpoint
max: rfg_address[0] / 1.56 / ADC_FIFO_DATA_s_axis_tready / 5
min: ADC_WAITTIME_reg[28] / 0.47 / ADC_WAITTIME_reg[28] / 2
min reg2reg: ADC_WAITTIME_reg[28] / 0.47 / ADC_WAITTIME_reg[28] / 2
max reg2reg: ADC_CTRL_reg[7] / 4.60 / rfg_read_value[7] / 5
==> synthesized netlist by cell type, types with 6 or more instances <==
cell type | instances | share of area
nand2_1 | 140 | 0.12
dfxtp_1 | 91 | 0.41
a21oi_1 | 67 | 0.075
clkbuf_1 | 31 | 0.026
nor2_1 | 27 | 0.023
nand3_1 | 25 | 0.028
mux2i_1 | 23 | 0.051
o21ai_0 | 14 | 0.016
inv_1 | 11 | 0.0092
nand3b_1 | 10 | 0.017
nand2b_1 | 9 | 0.013
and3_1 | 8 | 0.011
nor3_1 | 8 | 0.0089
nor2b_1 | 7 | 0.0097
buf_2 | 6 | 0.0067
buf_4 | 6 | 0.010
nand4_1 | 6 | 0.0083
nor3_2 | 6 | 0.013
==> logic make-up (layout without fill, tap and decap cells) <==
family,Yosys count,after routing,share of synthesized area
AOI/OAI and AO/OA,126,126,0.172
muxes,28,28,0.0637
buffers and inverters,54,165,0.0517
DFF,91,91,0.405
and+or+nand+nor,270,270,0.308
==> report_power, final <==
group / leakage (nW) / switching [mW] / internal, mW
logic: 1.07 / 0.0561 / 0.0331
clock network: 0.0981 / 0.211 / 0.163
registers: 0.733 / 0.000216 / 0.549
==> metrics by stage <==
step | hold WS [ns] | cell area, µm² | setup WS, ns | utilization
final | 0.470 | 6010 | 1.56 | 0.689
after global routing | 0.495 | 6010 | 1.36 | 0.689
after global placement | 0.457 | 5810 | 1.67 | 0.667
after CTS | 0.473 | 6010 | 1.60 | 0.689
after detailed placement | 0.459 | 5810 | 1.62 | 0.667
after floorplan | 0.427 | 4500 | 2.94 | -
==> tightest hold or removal path, stage by stage, from the launching register on <==
cell and delay, ns:
dfxtp_1 0.33, nand2_1 0.05, a21oi_1 0.05
==> layer usage <==
layer,wire length [µm],GRT usage,part of all wire,vias up
met4,352,0.0563,0.023,0
met1,6570,0.515,0.43,2185
met2,6780,0.498,0.44,268
met5,0,0,0,-
met3,1630,0.0926,0.11,30
li1,-,-,-,2209
==> area by class of cell <==
type                    instances  area (µm²)  share of cell area
multi-input cells             424        2440               0.407
repair buffers                138        1370               0.228
clock inverters                 5        45.0             0.00750
flip-flops and latches         91        1820               0.303
well taps                     108         135              0.0225
clock buffers                  11         151              0.0252
inverters                      11        41.3             0.00687
Power is estimated from default activity; no workload was simulated.
