==> ./design.v <==
module rfg_axis_protocol_srl_fifo #(parameter AWIDTH = 2) (
    input wire clk, 
    input wire resn,
    output reg full, 
    output reg almost_full,
    output reg empty, 
    output reg almost_empty,
    input wire write,
    input wire read,
    input  wire [7:0] write_value,
    output wire [7:0] read_value
);
    reg [AWIDTH-1:0] wptr;
    reg [AWIDTH-1:0] rptr;
    reg [7:0] mem [AWIDTH**2];
    assign read_value = mem[rptr];
    wire [AWIDTH-1:0] rptr_next = (rptr + 1);
    wire [AWIDTH-1:0] rptr_next_2 = (rptr + 2);
    wire [AWIDTH-1:0] wptr_next = (wptr + 1);
    wire [AWIDTH-1:0] wptr_next_2 = (wptr + 2);
    wire wptr_next_is_read = wptr_next == (rptr);
    wire wptr_next2_is_read = wptr_next_2 == (rptr);
    always@(posedge clk) begin 
        if (!resn) begin 
            wptr <= {AWIDTH{1'b0}};
            rptr <= {AWIDTH{1'b0}};
            empty <= 1'b1;
            full  <= 1'b0;
            almost_full <= 1'b0;
            almost_empty <= 1'b1;
        end
        else begin
            if (write && !full) begin 
                mem[wptr] = write_value;
                wptr <= wptr + 1;
            end
            if (read && !empty) begin 
                rptr <= rptr+1;
            end
            if (write && !full && !read && wptr_next_is_read ) begin 
                full <= 1'b1;
            end
            else if (read) begin 
                full <= 1'b0;
            end
            if (write && !full && wptr_next2_is_read && !read ) begin 
                almost_full <= 1'b1;
            end
            else if (read && !write &&  wptr_next_is_read ) begin 
                almost_full <= 1'b0;
            end
            if (read && !empty && rptr_next==wptr && !write) begin 
                empty <= 1'b1;
            end
            else if (write) begin 
                empty <= 1'b0;
            end
            if (read && !empty && rptr_next_2==wptr && !write) begin 
                almost_empty <= 1'b1;
            end
            else if (write && !read && rptr_next==wptr) begin 
                almost_empty <= 1'b0;
            end
        end
    end
endmodule
==> ./run.sh <==
#!/bin/bash
# OpenROAD 26Q1-2900-gdf79404cd8, Yosys 0.63+post, stock flow scripts
make -C /OpenROAD-flow-scripts/flow DESIGN_CONFIG=/design/flow/config.mk WORK_HOME=/design/flow/orfs finish
==> ./config.mk <==
export PLATFORM = sky130hd
export DESIGN_NAME = rfg_axis_protocol_srl_fifo
export DESIGN_NICKNAME = rfg_axis_protocol_srl_fifo
export VERILOG_FILES = /design/flow/design.v
export SDC_FILE = /design/flow/constraint.sdc
export NUM_CORES = 4
export LEC_CHECK = 1
export CORE_UTILIZATION = 30
==> ./constraint.sdc <==
current_design rfg_axis_protocol_srl_fifo

set clk_period 3.7
set clk_io_pct 0.2

create_clock -name clk0 -period $clk_period [get_ports {clk}]

set non_clock_inputs [all_inputs -no_clocks]
set_input_delay [expr $clk_period * $clk_io_pct] -clock clk0 $non_clock_inputs
set_output_delay [expr $clk_period * $clk_io_pct] -clock clk0 [all_outputs]
==> run notes <==
run results: most frequent logic cell in the layout edfxtp_1, PD cells 443 nW/um^2, IO buf count 23, Clock Power Share 30.8%, Filler cells 491, NetSw 203 uW, # placed instances 187, maximum clock rate 372 MHz, kind of critical path reg2out, cycle use final 72.6%, cts repair resizes 0, fraction of layout cells with a size suffix above 1 14.4%, slew margin rel. 62.6%, DR pass1 iterations 4, Overall Power 920 uW, Final min period 2.69 ns, initial antenna violation count 0, sequential share of power 58.7%, # Post-CTS Setup Buffers 0, worst-skew pair later-pin latency 0.29 ns, HP Class reg2reg, met3 WL 247 um, core area 5270 sq um, cell type with the largest total area edfxtp_1, Clk pin slew, worst setup/hold paths 0.07 ns, Top Metal Used met4, first-pass GRT wire length 4640 um, crit end category output pin, final std cells w/o fill 195, total wire length 2610 um, logic gate share of total power 10.5%, Mapped Cells 98, OpenROAD warning count 28, First DRT Iteration DRCs 61, Hold Fails Final Rpt 0, Yosys Chip Area 1690 sq um, CP arrival 1.95 ns, Critical Path Start Type flip-flop, CTS sink count 42, Max Buffers Root-to-Sink 2, GR Overflow Total 0, Clock Skew 0.00540 ns, final setup fails 0, FF+latch count, synth 42, boundary pin count 24, number of CTS-inserted buffers 5, clock root buffer clkbuf_8, setup_tns 0 ns, data required time of the critical path 2.96 ns, final instance area 2080 sq um, DR WL/cell 13.4 um, worst slew pin tran 0.560 ns, Final ANT Viol Nets 0, Peak VDD IR 178 uV, Ys Warns 1, fin. max-slew vios 0, WL met2 1210 um, # Cells Yosys 98, Avg Vias per Cell 4.45, Post-CTS Hold Buffers 0, Int Pwr 717 uW, GP Congestion 0.818, register share after synthesis 68.8%, Residual DRC 0, All-Layer GR Usage 10.6%, hpwl dp 1800 um, TritonCTS clock tree built, top cell type's share of synthesized area 56.9%, Pre-Place Util 32.0%, row count 26, Syn-to-layout area delta 23.1%, outcome completed, n_diodes 0, Switching Fraction 22.1%, Synth Cell Area 1690 sq um, routed via count 867, top post-synthesis cells by area edfxtp_1, dfxtp_1, mux4_2, vias in the first global route 956, Worst Path Max Fanout 8, RSZ-0062 raised after global routing false, Die Area 5930 sq um, Min Hold Slack 0.496 ns, Worst R2R Setup Slack 2.09 ns, area post-placement 1990 sq um, most numerous logic cells after layout edfxtp_1, clkdlybuf4s50_1, dfxtp_1, mux4_2, largest net degree at the start of global routing 15, leakage 0.000701 uW, die width 77.0 um, Die H 77.0 um, Unique cell types 27, Max Cap Viol 0, H-tree level count 2, Mapped Avg Cell Area 17.2 sq um, Post-Route M1 WL 1140 um
power by group through the flow:
| stage | Clock, uW | Combinational [uW] | Sequential [uW] |
|---|---|---|---|
| CTS | 289 | 97.1 | 541 |
| global route | 314 | 108 | 545 |
| finish | 283 | 96.7 | 540 |
metal layers:
metal,vias up,track usage [%]
met4,0,0.943
li1,423,-
met1,402,15.7
met5,-,0
met3,2,4.72
met2,40,15.7
registers in the layout (all words and copies together), names as in the netlist, named ones only:
register	flops
full	1
mem	32
rptr	2
almost_full	1
wptr	2
empty	1
almost_empty	1
kinds of logic (layout without fill, tap and decap cells):
family	after synthesis	count (layout)	share of synthesized area (%)
adder cells (fa/ha/maj)	4	4	2.97
flip-flops	42	42	68.8
XOR/XNOR	7	7	3.63
AND-OR/OR-AND	7	7	3.71
buffers and inverters	8	35	1.93
AND/OR/NAND/NOR	20	20	7.12
multiplexers	10	10	11.9
through the flow:
step,worst slack (ns),utilization (%)
global route,0.834,39.4
floorplan,1.95,-
CTS,0.940,39.4
finish,1.01,39.4
global placement,1.15,37.7
detailed placement,1.09,37.7
worst max-delay path, stage by stage (launching register included):
cell and delay [ns]:
dfxtp_1 0.68, mux4_2 0.57, clkdlybuf4s50_1 0.41
cell usage after synthesis (all sizes together):
library cell	n
dfxtp	10
ha	4
a41o	1
a31oi	1
a41oi	1
nand3	2
a31o	1
clkbuf	1
and2	4
nand2	1
xnor2	5
mux2i	2
edfxtp	32
o41ai	1
nor2b	5
mux4	8
a21boi	1
nor2	1
o31ai	1
nand3b	1
buf	3
and3	4
xor2	2
nor3b	1
inv	4
nand2b	1
final cells by class:
| class | instances | area [sq um] | share of cell area, % |
|---|---|---|---|
| tap | 70 | 87.6 | 4.21 |
| clock buffer | 5 | 68.8 | 3.31 |
| inverter | 4 | 15.0 | 0.722 |
| sequential | 42 | 1160 | 55.9 |
| timing repair buffer | 23 | 230 | 11.1 |
| clock inverter | 3 | 21.3 | 1.02 |
| multi-input combinational | 48 | 494 | 23.8 |
final timing paths:
path,start,to,depth (start not counted)
hold reg to reg,almost_empty,almost_empty,1
setup / recovery,flip-flop,read_value[4],2
setup reg to reg,full,mem[3][0],2
hold / removal,almost_empty,almost_empty,1
No activity file was given, so power comes from the tool's default toggle rates.
